### flow/config.mk
export PLATFORM = sky130hd
export DESIGN_NAME = apb_master
export DESIGN_NICKNAME = apb_master
export VERILOG_FILES = /design/flow/design.v
export SDC_FILE = /design/flow/constraint.sdc
export NUM_CORES = 4
export LEC_CHECK = 1
export CORE_AREA = 10 10 70 70
export DIE_AREA = 0 0 80 80
### flow/constraint.sdc
current_design apb_master

set clk_period 2.4
set clk_io_pct 0.2

create_clock -name clk0 -period $clk_period [get_ports {PCLK}]

set non_clock_inputs [all_inputs -no_clocks]
set_input_delay [expr $clk_period * $clk_io_pct] -clock clk0 $non_clock_inputs
set_output_delay [expr $clk_period * $clk_io_pct] -clock clk0 [all_outputs]
### flow/design.v
`timescale 1ns/1ns
module apb_master(
  input [8:0]             apb_write_paddr,  
  input [8:0]             apb_read_paddr,   
  input [7:0]             apb_write_data,   
  input [7:0]             PRDATA,           
  input                   PRESETn,          
  input                   PCLK,             
  input                   READ_WRITE,       
  input                   transfer,         
  input                   PREADY,           
  output                  PSEL1, PSEL2,     
  output reg              PENABLE,          
  output reg [8:0]        PADDR,            
  output reg              PWRITE,           
  output reg [7:0]        PWDATA,           
  output wire [7:0]       apb_read_data_out  
); 
  localparam IDLE = 3'b001, SETUP = 3'b010, ACCESS = 3'b100;
  reg [2:0] state, next_state;
  reg [8:0] PADDR_FF;
  reg [7:0] PWDATA_FF;
  always @(posedge PCLK or negedge PRESETn) begin
    if (!PRESETn) begin
      state <= IDLE;
      PADDR_FF  <= 0;
      PWDATA_FF <= 0;
      PADDR     <= 0;
    end else begin
      state <= next_state; 
      PADDR_FF  <= PADDR;
      PWDATA_FF <= PWDATA;
    end
  end
  always @(*) begin
    PWRITE = ~READ_WRITE;
    PADDR  = PADDR_FF;
    PWDATA = PWDATA_FF;
    case (state)
      IDLE: begin 
        PENABLE = 0;
        if (!transfer)
          next_state = IDLE;
        else
          next_state = SETUP;
      end
      SETUP: begin
        PENABLE = 0;
        if (READ_WRITE) 
          PADDR = apb_read_paddr;
        else begin
          PADDR = apb_write_paddr;
          PWDATA = apb_write_data;
        end
        if (transfer)
          next_state = ACCESS;
        else
          next_state = IDLE;
      end
      ACCESS: begin        
        PENABLE = 1;
        if (PSEL1 || PSEL2) begin
          if (PREADY) begin
            if (transfer) begin
              if (!READ_WRITE)
                next_state = SETUP; 
              else
                next_state = SETUP;
            end else
              next_state = IDLE;
          end else
            next_state = ACCESS;
        end else
          next_state = IDLE;
      end 
      default: begin
        next_state = IDLE; 
        PENABLE = 0;
      end
    endcase
  end
  assign {PSEL1, PSEL2} = ((state != IDLE) ? (PADDR[8] ? {1'b0, 1'b1} : {1'b1, 1'b0}) : 2'd0);
  assign apb_read_data_out = PRDATA;
endmodule
### flow/run.sh
#!/bin/bash
# OpenROAD 26Q1-2900-gdf79404cd8, Yosys 0.63+post, stock flow scripts
make -C /OpenROAD-flow-scripts/flow DESIGN_CONFIG=/design/flow/config.mk WORK_HOME=/design/flow/orfs finish
==> changes_impl.md <==
### Physical design

* First-pass DRT Iterations at 2
* Clk latency late pin at 0.27 ns
* VDD IR max at about 0.22 mV
* Kind of end point of the critical path: output pin
* Wire per inst at between 10 and 15 µm
* Layout area overhead at 40.13%
* Top cell area share at a little over two fifths
* Seq/Total Area, Yosys at between 40% and 50%
* Max Buffers Root-to-Sink at 2
* Top cells by area: dfrtp_1 (42%), buf_4 (23%), mux2_4 (20%)
* Leak Pwr at ~0.40 nW
* Num ports at between 60 and 70
* Layout cells sized above 1 at around a quarter
* Clock Pin Slew Worst Setup and Hold Paths at ~0.07 ns
* Htree depth at 1
* Root Buffer: clkbuf_4
* Setup CP Type: input port to output pin
* Placed cells at around 110
* Ys Warns at 19
* Seq pwr share at approximately 45%
* Final setup viols at 0
* Cell accounting for the most synthesized area: dfrtp_1
* Global Route Usage Sum at 4.285%
* Comb pwr share at between 30% and 40%
* Die y size at 80 µm
* Top_reg_cell synth: dfrtp_1
* Synth top cell by count: buf_4
* Max Cap Violations at 0
* CP Launch Type: input port
* Minimum clock period at 2.199 ns
* Post-Route WL at between 1 and 1.5 mm
* Final Slew Violations at 0
* Largest net degree at the start of global routing at 12
* Vias in the first global route at around 420
* Die Wd at approximately 80 µm
* Drc violations at 0
* Asr flop ratio synth at about 100%
* Avg Vias per Cell at 3.243
* Yosys reg bits at 11
* Hold Fails Final Rpt at 0
* GR Overflow Total at 0
* Initial antenna violation count at 0
* Cells after Synth at approximately 49
* Commonest cells in the netlist: buf_4 (18), dfrtp_1 (10), mux2_4 (8)
* Worst Skew at 0.0009681 ns
* Switching Fraction at a little over a fifth
* Synthesized area at around 600 µm²
* Antenna-violating nets left at 0
* Post-Layout Cell Count at around 120
* RSZ-0062 raised after global routing: false
* First-pass GRT wire length at around 2.2 mm
* Fin util at about a quarter
* Fmax at ~450 MHz
* Final HPWL DP at between 1 and 1.5 mm
* Placer Congestion at around 0.66
* Pwr Density at between 600 and 700 nW/µm²
* Die ar. at approximately 6400 µm²
* Status: complete, no violations
* Sequential Area at 276.5 µm²
* Number of cells in Yosys stat at just under 50
* Crit-path max FO at 8
* Final Cycle Share at 91.61%
* Internal at between 400 and 500 µW
* Hold WS at a little under 0.5 ns
* CP required at 1.92 ns
* Clk pwr share at between 20% and 30%
* Fill cell count at 366
* Log Warnings at ~43
* DRT iter0 DRCs at 9
* Logic area at 206.4 µm²
* Buffers added on ports at 23
* Relative slew slack at between 60 and 70%
* Cell Rows at 21
* Psw at about 110 µW
* Vias at roughly 370
* Slew at the pin closest to its max-slew limit at between 0.5 and 0.6 ns
* Critical path data arrival time at around 1.7 ns
* Clk sinks at 11
* Hold-fix buffers, CTS at 0
* CORE AREA at 3416 µm²
* Cts bufs inserted at 3
* Yosys Chip Area at 595.6 µm²
* Number of diodes at 0
* TritonCTS clock tree: yes
* Mapped Avg Cell Area at 12.15 µm²
* Cell Type Count at 15
* Post-synth EDFFs at 0
* Core Util at FP at between 10% and 20%
* Worst hold path class: register to register
## metrics by stage
| stage | TNS (ns) | cell area [µm²] | total power, mW | setup WS, ns |
|---|---|---|---|---|
| finish | 0 | 834.6 | 0.5253 | 0.2013 |
| global route | 0 | 834.6 | 0.5693 | 0.1518 |
| CTS | 0 | 834.6 | 0.5455 | 0.1829 |
| detailed placement | -0.6517 | 790.8 | 0.4104 | -0.08639 |
| global placement | -0.5813 | 790.8 | 0.4095 | -0.07636 |
| floorplan | 0 | 629.4 | 0.3150 | 0.8824 |
## path summary, 6_finish.rpt
check	start	endpoint	slack, ns	depth (start not counted)
min	PWDATA_FF[5]	PWDATA_FF[5]	0.49	1
max reg2reg	state[2]	PWDATA_FF[7]	1.19	4
min in group asynchronous	PRESETn	PWDATA_FF[6]	0.56	1
max	READ_WRITE	PWDATA[3]	0.20	5
max in group asynchronous	PRESETn	state[0]	1.48	1
min reg2reg	PWDATA_FF[5]	PWDATA_FF[5]	0.49	1
## power groups by stage
stage / registers, mW / logic, mW / clock network [mW]
6_report: 0.236 / 0.160 / 0.129
5_1_grt: 0.240 / 0.176 / 0.153
4_1_cts: 0.237 / 0.167 / 0.142
## cell usage in the layout, fill, tap and decap left out, types with 2 or more instances in the layout
cell type        count
clkdlybuf4s50_1     19
dfrtp_1             10
conb_1              10
mux2_4               8
dlygate4sd2_1        4
clkbuf_4             3
inv_1                2
buf_4                2
## kinds of logic (layout without fill, tap and decap cells)
family	after synthesis	after routing	synth area share, %
simple gates	6	6	5.252
flops	11	11	46.43
other cells	1	10	0.6296
buf+inv	21	32	25.84
compound gates	2	2	1.679
mux	8	8	20.17
## flip-flops by register name, indices dropped and copies added (netlist names)
register and count:
state 3, PWDATA_FF 8
## worst max-delay path, cell delays in order
cell             delay, ns
dlygate4sd2_1         0.24
nand2b_4              0.14
buf_12                0.14
mux2_4                0.30
clkdlybuf4s50_1       0.41
## layout make-up
cell class / instances / area share, %
sequential: 11 / 33.13
multi-input combinational: 26 / 24.74
inverter: 2 / 0.8996
clock buffer: 4 / 3.148
timing repair buffer: 26 / 31.18
tap: 46 / 6.897
## metal layers
metal  track usage (%)  share of wire [%]  up-vias
met5                 0                  0        -
met3             2.727                 12        2
met2             6.661                 48       20
li1                  -                  -      167
met4            0.5282               0.36        0
met1             5.010                 40      184
## timing repair
item                                   4_1_cts  5_1_grt
buffers inserted                             2        0
setup endpoints to repair                    8        0
endpoints found under the hold margin        0        0
gates resized                                5        0
Power is estimated from default activity; no workload was simulated.
